### design/flow/config.mk
export PLATFORM = sky130hd
export DESIGN_NAME = spi_master
export DESIGN_NICKNAME = spi_master
export VERILOG_FILES = /design/flow/design.v
export SDC_FILE = /design/flow/constraint.sdc
export NUM_CORES = 4
export LEC_CHECK = 1
export CORE_UTILIZATION = 40
### design/flow/constraint.sdc
current_design spi_master

set clk_period 3.9
set clk_io_pct 0.2

create_clock -name clk0 -period $clk_period [get_ports {clk}]

set non_clock_inputs [all_inputs -no_clocks]
set_input_delay [expr $clk_period * $clk_io_pct] -clock clk0 $non_clock_inputs
set_output_delay [expr $clk_period * $clk_io_pct] -clock clk0 [all_outputs]
### design/flow/design.v
module spi_master(
 input wire clk,
 input wire rst,
 input wire tx_enable,
 output reg mosi,
 output reg cs,
 output wire sclk
);
 typedef enum logic [1:0] {idle = 0, start_tx = 1, tx_data = 2, end_tx = 3 } state_type;
 state_type state, next_state;
 reg [7:0] din = 8'b10101010;
 reg spi_sclk = 0;
 reg [2:0] ccount = 0;
 reg [2:0] count = 0;  
 integer bit_count = 0;
 always@(posedge clk)
 begin
 case(next_state)
 idle: 
 begin
 spi_sclk <= 0;
 end
 start_tx : 
 begin
 if(count < 3'b011 || count == 3'b111)
 spi_sclk <= 1'b1;
 else
 spi_sclk <= 1'b0; 
 end
 tx_data:
 begin
 if(count < 3'b011 || count == 3'b111)
 spi_sclk <= 1'b1;
 else
 spi_sclk <= 1'b0; 
 end
 end_tx: 
 begin
 if(count < 3'b011 )
 spi_sclk <= 1'b1;
 else
 spi_sclk <= 1'b0; 
 end
 default : spi_sclk <= 1'b0;
 endcase
 end
 always@(posedge clk)
 begin
 if(rst)
 state <= idle;
 else
 state <= next_state;
 end
 always@(*)
 begin
 case(state)
 idle :
 begin
 mosi = 1'b0;
 cs = 1'b1;
 if(tx_enable)
 next_state = start_tx;
 else
 next_state = idle;
 end
 start_tx: 
 begin 
 cs = 1'b0;
 if(count == 3'b111)
 next_state = tx_data;
 else
 next_state = start_tx;
 end
 tx_data : 
 begin
 mosi = din[7-bit_count];
 if(bit_count != 8) begin
 next_state = tx_data;
 end
 else
 begin
 next_state = end_tx;
 mosi = 1'b0;
 end
 end
 end_tx:
 begin
 cs = 1'b1;
 mosi = 1'b0;
 if(count == 3'b111)
 next_state = idle;
 else
 next_state = end_tx;
 end
 default : next_state = idle;
 endcase
 end
always@(posedge clk)
begin
case(state)
idle : 
begin
count <= 0;
bit_count <= 0;
end
start_tx : count <= count + 1;
tx_data:
begin
if(bit_count != 8)
 begin
 if(count < 3'b111)
 count <= count + 1;
 else
 begin
 count <= 0;
 bit_count <= bit_count + 1;
 end
 end
end
end_tx : 
begin
count <= count + 1;
bit_count <= 0;
end
default :
begin
count <= 0;
bit_count <= 0;
end
endcase
end
 assign sclk = spi_sclk;
 endmodule
### design/flow/run.sh
#!/bin/bash
# OpenROAD 26Q1-2900-gdf79404cd8, Yosys 0.63+post, stock flow scripts
make -C /OpenROAD-flow-scripts/flow DESIGN_CONFIG=/design/flow/config.mk WORK_HOME=/design/flow/orfs finish
==> impl_metrics.tcl <==
# place-and-route summary
set metrics [dict create \
    status "complete, no violations" \
    drive_above_1_share 0.0653 \
    vias 1869 \
    synthFlopType "edfxtp_1" \
    most_common_cell "edfxtp_1" \
    initCoreUtil 0.424 \
    ctsResizeCount 0 \
    maxCapViolations 0 \
    grt_remaining_overflow 0 \
    crit_arrival_ps 2620 \
    edf_count 35 \
    crit_slowest_cell "or4_1" \
    setup_viol 0 \
    finalClockSkew_ps 8.59 \
    finalWorstSetupSlack_ps 1410 \
    syn_to_final_growth_pct 10.5 \
    cts_tree "built" \
    wl_met2_mm 2.00 \
    cts_root_buf "clkbuf_8" \
    dieWidth_um 79.3 \
    unclocked_regs 2 \
    path_buffers 0 \
    fin_area_sq_mm 0.00264 \
    cts_max_path_buffers 2 \
    cts_buffers 5 \
    drtIter0Drc 203 \
    path_clk_slew_ps 80 \
    timing.fmax_ghz 0.401 \
    io-pin-count 6 \
    synth-async-reset-ratio 0 \
    ys_types 38 \
    dr.pass1.iters 4 \
    cp_cell_sequence "and4_1 -> nand4_1 -> or4_1 -> a21oi_1" \
    cp.required_ps 4030 \
    coreArea_sq_mm 0.00564 \
    leakagePower_uw 0.000880 \
    slew_violations 0 \
    dp_slack_ps 1470 \
    wl_per_cell_um 15.1 \
    antennaDiodeCount 0 \
    drcViolationCount 0 \
    ir_drop_mv 0.213 \
    grt_pass1_vias 1768 \
    wirelength_mm 4.78 \
    cp_num_cells 4 \
    grt_setup_unrepaired "no" \
    hp-class "register to register" \
    setup_tns_ps 0 \
    synth_top_area_share 0.440 \
    dieHeight_um 79.3 \
    yosysChipArea_sq_mm 0.00239 \
    yosysCellCount 239 \
    ant_nets 0 \
    finalClockPeriodUsage 0.639 \
    avgSynthCellArea_sq_um 10.0 \
    common_cells "edfxtp_1, nor2_1, a21oi_1, nand2_1, or4_1" \
    grt_max_degree 33 \
    critPathLaunchType "register" \
    holdWs_ps 502 \
    antenna_found_initial 0 \
    power_density_mw_per_mm2 404 \
    relSlewSlack 0.475 \
    hold_viol_final 0 \
    post-route-min-period_ps 2490 \
    met1_length_mm 2.46 \
    die_area_sq_mm 0.00629 \
    tightest_slew_ps 785 \
    cp_slowest_stage_delay_ps 740 \
    dp_hpwl_mm 3.18 \
    place_area_sq_mm 0.00251 \
    place.gp.congestion 0.813 \
    criticalPathCategory "register to register" \
    grt.total_usage 0.176 \
    warnings 27 \
    reg2reg_depth 4 \
    synthTopCellsByArea "edfxtp_1, dfxtp_1, a21oi_1" \
    hold_path_depth 2 \
    htreeDepth 2 \
    cts_setup_buffers 0 \
    fp-row-count 27 \
    grt_pass1_wl_mm 8.33 \
    holdBufCountCts 0 \
    untimed_endpoints 4 \
    synth_area_sq_mm 0.00239 \
    path_delay_family "simple AND/OR/NAND/NOR gates" \
    routed_via_density 5.90 \
    port_buffers 5 \
    ys_seq_elements 42 \
    wl_met3_um 261 \
    yosys.area.top_type "edfxtp_1" \
    yosysWarnings 1 \
    top_layer_used "met4" \
    clock_latency_ps 290 \
    crit_fanout 24 \
    synth_cells 239 \
    critPathCaptureType "register" \
]
-- kinds of logic (layout without fill, tap and decap cells) --
| family | count (synthesis) | count (layout) | share of synthesized area |
|---|---|---|---|
| DFF | 40 | 40 | 0.481 |
| adders and majority gates | 7 | 7 | 0.0366 |
| AOI/OAI and AO/OA | 47 | 47 | 0.125 |
| xor gates and xnor gates | 13 | 13 | 0.0476 |
| and+or+nand+nor | 113 | 113 | 0.268 |
| buffers and inverters | 17 | 23 | 0.0288 |
| latches | 2 | 2 | 0.0126 |
-- path summary, 6_finish.rpt --
path	end	slack, ps	start
max	bit_count[19]	1410	bit_count[6]
min	state[2]	500	state[0]
max reg2reg	bit_count[19]	1410	bit_count[6]
min reg2reg	state[2]	500	state[0]
-- tightest hold or removal path, cell delays in order (launching register included) --
cell     delay [ps]
dfxtp_1         330
nand2_1          70
a21oi_1          50
-- sequential cells by signal, summed over array words and instances, names as in the netlist --
register and cells:
cs 1, mosi 1, state 4, count 3, bit_count 32, spi_sclk 1
-- per-layer routing --
layer,global-route usage,up-vias
met5,0,-
met4,0.0291,0
met3,0.0455,7
met2,0.245,48
met1,0.295,873
li1,-,941
-- placed cells by master (no fill, tap or decap), types with 6 or more instances in the layout --
master	n
edfxtp_1	35
or4_1	12
nor3_1	7
nand4_1	11
ha_1	7
nor2_1	24
o21ai_0	6
and3_1	6
xnor2_1	6
nand3_1	8
o31ai_1	10
nand2_1	13
a21oi_1	19
nor4_1	9
inv_1	9
xor2_1	7
-- report_power, final --
part,internal (uW),switching (uW),total [uW]
clock,256,144,399
sequential,515,53.7,569
combinational,45.1,54.2,99.3
-- area by class of cell --
cell class / count / area [sq um]
Sequential cell: 42 / 1180
Clock buffer: 6 / 72.6
Inverter: 9 / 33.8
Timing Repair Buffer: 6 / 57.6
Clock inverter: 2 / 60.1
Multi-Input combinational cell: 180 / 1150
Tap cell: 72 / 90.1
Fill cell: 499 / 3000
-- through the flow --
stage | total power (uW) | util | cells
3_3_place_gp | 676 | 0.445 | 309
5_1_grt | 1120 | 0.468 | 317
4_1_cts | 1080 | 0.468 | 317
2_1_floorplan | 639 | - | 239
6_report | 1070 | 0.468 | 317
3_5_place_dp | 677 | 0.445 | 309
Power and IR drop assume default switching activity.
